### design/flow/design.v
module LogicUnit(D, A, B, S);
	output [7:0] D;
	input [7:0] A;
	input [7:0] B;
	input [1:0] S;
	LogicSegment ls0(D[0], A[0], B[0], S);
	LogicSegment ls1(D[1], A[1], B[1], S);
	LogicSegment ls2(D[2], A[2], B[2], S);
	LogicSegment ls3(D[3], A[3], B[3], S);
	LogicSegment ls4(D[4], A[4], B[4], S);
	LogicSegment ls5(D[5], A[5], B[5], S);
	LogicSegment ls6(D[6], A[6], B[6], S);
	LogicSegment ls7(D[7], A[7], B[7], S);
endmodule
module LogicSegment(out, A, B, S);
	output out;
	input A, B;
	input [1:0] S;
	wire [3:0] x;
	and a0(x[0], A, B);
	or a1(x[1], A, B);
	xor a2(x[2], A, B);
	not a3(x[3], A);
	MUX4_1 mx0(out, x[0], x[1], x[2], x[3], S);
endmodule
module MUX4_1(out, D0, D1, D2, D3, S);
	output out;
	input D0,D1,D2,D3;
	input [1:0] S;
	wire nS0, nS1, a0, a1, a2, a3;
	not n0(nS0, S[0]);
	not n1(nS1, S[1]);
	and an0(a0, D0, nS0, nS1);
	and an1(a1, D1, S[0], nS1);
	and an2(a2, D2, nS0, S[1]);
	and an3(a3, D3, S[0], S[1]);
	or o(out, a0, a1, a2, a3);
endmodule
### design/flow/run.sh
#!/bin/bash
# OpenROAD 26Q1-2900-gdf79404cd8, Yosys 0.63+post, stock flow scripts
make -C /OpenROAD-flow-scripts/flow DESIGN_CONFIG=/design/flow/config.mk WORK_HOME=/design/flow/orfs finish
### design/flow/config.mk
export PLATFORM = sky130hd
export DESIGN_NAME = LogicUnit
export DESIGN_NICKNAME = LogicUnit
export VERILOG_FILES = /design/flow/design.v
export SDC_FILE = /design/flow/constraint.sdc
export NUM_CORES = 4
export LEC_CHECK = 1
export CORE_AREA = 10 10 70 70
export DIE_AREA = 0 0 80 80
### design/flow/constraint.sdc
current_design LogicUnit

set clk_period 1.0
set clk_io_pct 0.2

create_clock -name clk0 -period $clk_period

set non_clock_inputs [all_inputs -no_clocks]
set_input_delay [expr $clk_period * $clk_io_pct] -clock clk0 $non_clock_inputs
set_output_delay [expr $clk_period * $clk_io_pct] -clock clk0 [all_outputs]
==> results.tsv <==
metric	value	unit
period utilization	130	%
synth unique cells	5	
Die H	80	microns
Max Slew Vio Count	0	
vias in the first global route	475	
DRT Pass-1 Iters	2	
Crit path max-delay family	multiplexers	
I/O Buffers	26	
pin count of the biggest net entering global routing	5	
post-detailed-route DRC marker count	0	
proportion of layout cells with a drive suffix above 1	80.7	%
PnR Total Power	422	uW
Area leader share	36.2	%
Setup WS post-layout	-0.301	ns
crit start category	input port	
internal power	277	uW
slew margin rel.	93.6	%
post-route ant nets	0	
yosys stat cell total	58	
critical path buffer and inverter count	3	
critical path cell sequence	buf_12, inv_12, ha_4, mux4_2, buf_2	
min cycle time layout	1.30	ns
VDD IR max	127	uV
Ports	26	
CP arrival	1.10	ns
yosys stat area	553	sq um
fin cells	129	
Gate power share	100.0	%
sequential power share	0	%
Synth Warn #	0	
Post-DP HPWL	1.11	mm
Switching Share	34.2	%
clock share of power	0	%
dpl cell area	1050	sq um
die area	6400	sq um
Max Cap Viol	0	
number of fill cells	341	
hold depth	4	
Area contributors post-synth	ha_1, mux4_2, inv_1	
routed wire length	1.23	mm
antenna violations before repair	0	
Netlist Area Pre-Place	553	sq um
failing checks	negative setup slack	
Req. time, crit path	0.80	ns
CP Max Fanout	2	
Mean Syn Cell Area	9.54	sq um
initial DRC count	3	
Hold Fails Final Rpt	0	
Hold Slack	0.845	ns
Static Leak	0.000519	uW
Slowest-stage cell, CP	mux4_2	
Worst Hold Class	in2out	
cell taking the most area after synthesis	ha_1	
clock buf count	0	
worst slew pin tran	0.0964	ns
num rows	21	
tool warnings	43	
Area Growth Syn to Fin	113	%
GRT Total Usage	3.98	%
core box area	3420	sq um
FP Core Util	16.2	%
Hold Path Sink	D[2]	
CP Class	in2out	
Flops	0	
outcome	finished with violations	
Via density	3.46	
Placed Cells	124	
final non-filler cell area	1180	sq um
Pwr per Cell Area	358	nW/um^2
dominant logic cell type in the layout	buf_12	
CP Capture Type	output port	
Final setup viols	8	
cell depth of the worst setup path	5	
Seq share, synth	0	%
Reg area	0	sq um
total gr overflow	0	
RD Place Congestion	0.725	
Die W	80	microns
synthesized instance count	58	
first-pass GRT wire length	2.15	mm
CP peak stage delay	0.44	ns
Max Freq	769	MHz
P_sw	144	uW
ant diodes	0	
Vias	446	
WL per Instance	9.53	microns
startpoint of the worst hold path	A[2]	
RSZ-0062 raised after global routing	yes	
-- tightest hold or removal path, cell delays in order --
cell    delay (ns)
buf_6         0.10
inv_4         0.05
mux4_2        0.21
buf_2         0.09
-- power groups by stage --
stage	combinational, uW	sequential, uW	clock [uW]
CTS	420	0	0
global route	474	0	0
finish	422	0	0
-- layout make-up --
type / count / area [sq um] / area share (%)
multi-input cells: 24 / 480 / 40.9
repair buffers: 35 / 428 / 36.4
well taps: 46 / 57.6 / 4.89
inverters: 24 / 210 / 17.9
-- metrics by stage --
stage / setup TNS [ns] / util, % / setup slack [ns]
after floorplan: -1.50 / - / -0.194
after global placement: -9.37 / 30.8 / -1.18
after detailed placement: -9.44 / 30.8 / -1.18
after CTS: -2.41 / 33.5 / -0.308
after global routing: -2.63 / 34.4 / -0.337
final: -2.36 / 34.4 / -0.301
-- cell usage after synthesis, drive strengths merged --
cell type / instances
buf: 10
ha: 16
inv: 24
mux4: 8
-- metal layers --
layer / vias up / routed length [microns] / global-route usage, %
li1: 225 / - / -
met1: 208 / 499 / 5.27
met2: 13 / 624 / 6.66
met3: 0 / 104 / 1.14
met4: 0 / 0 / 0
met5: - / 0 / 0
-- how the worst max path moves through the flow --
stage / from / to
6_report: B[3] / D[3]
4_1_cts: B[6] / D[6]
5_1_grt: B[6] / D[6]
-- logic make-up (layout without fill, tap and decap cells) --
family / after synthesis / in the layout / share of synthesized area [%]
multiplexers: 8 / 8 / 32.6
buffers and inverters: 34 / 59 / 31.2
adder cells (fa/ha/maj): 16 / 16 / 36.2
-- timing repair --
action,CTS,global route
hold buffers,0,0
gates resized,152,6
endpoints found under the setup margin,8,8
buffers inserted,4,1
Power and IR drop assume default switching activity.
